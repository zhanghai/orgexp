==> ./run.sh <==
#!/bin/bash
# OpenROAD 26Q1-2900-gdf79404cd8, Yosys 0.63+post, stock flow scripts
make -C /OpenROAD-flow-scripts/flow DESIGN_CONFIG=/design/flow/config.mk WORK_HOME=/design/flow/orfs finish
==> ./config.mk <==
export PLATFORM = sky130hd
export DESIGN_NAME = MIO_BUS
export DESIGN_NICKNAME = MIO_BUS
export VERILOG_FILES = /design/flow/design.v
export SDC_FILE = /design/flow/constraint.sdc
export NUM_CORES = 4
export LEC_CHECK = 1
export CORE_AREA = 10 10 124 124
export DIE_AREA = 0 0 134 134
==> ./constraint.sdc <==
current_design MIO_BUS

set clk_period 16.8
set clk_io_pct 0.2

create_clock -name clk0 -period $clk_period

set non_clock_inputs [all_inputs -no_clocks]
set_input_delay [expr $clk_period * $clk_io_pct] -clock clk0 $non_clock_inputs
set_output_delay [expr $clk_period * $clk_io_pct] -clock clk0 [all_outputs]
==> ./design.v <==
`timescale 1ns / 1ps
module MIO_BUS(
		input [3:0] BTN,	 
		input [7:0] SW,	 
		input mem_w,	 
		input [31:0] Cpu_data2bus,	 
		input [31:0] addr_bus,	 
		input [31:0] ram_data_out,	 
		input [7:0] led_out,	 
		input [31:0] counter_out,	 
		input counter0_out,	 
		input counter1_out,	 
		input counter2_out,	 
		output reg [31:0] Cpu_data4bus,	 
		output reg [31:0] ram_data_in,	 
		output reg [9:0] ram_addr,	 
		output reg data_ram_we,	 
		output reg GPIOf0000000_we,	 
		output reg GPIOe0000000_we,	 
		output reg counter_we,	 
		output reg [31:0] Peripheral_in,	 
		input [31:0] lg_out,
		output reg lg_we,
		output reg [6:0] lg_addr
	);
	reg data_ram_rd;
	reg GPIOf0000000_rd;
	reg GPIOe0000000_rd;
	reg counter_rd;
	reg [7:0] led_in;
	reg lg_rd;
	always @(*) begin
		data_ram_we=0;
		data_ram_rd=0;
		counter_we=0;
		counter_rd=0;
		GPIOf0000000_we=0;
		GPIOe0000000_we=0;
		GPIOf0000000_rd=0;
		GPIOe0000000_rd=0;
		ram_addr=10'h0;
		ram_data_in=32'h0;
		Peripheral_in=32'h0;
		Cpu_data4bus =32'h0;
		lg_we = 0;
		lg_rd = 0;
		lg_addr = 7'b0;
		case (addr_bus[31:28])
			4'h0: begin
				data_ram_we = mem_w;
				ram_addr = addr_bus[11:2];
				ram_data_in = Cpu_data2bus;
				Cpu_data4bus = ram_data_out;
				data_ram_rd = ~mem_w;
			end
			4'hd: begin	 
				lg_we = mem_w;
				lg_addr = addr_bus[6:0];
				Peripheral_in = Cpu_data2bus;
				Cpu_data4bus = lg_out;
				lg_rd = ~mem_w;
			end
			4'he: begin	 
				GPIOe0000000_we = mem_w;
				Peripheral_in = Cpu_data2bus;
				Cpu_data4bus = counter_out;
				GPIOe0000000_rd = ~mem_w;
			end
			4'hf: begin
				if (addr_bus[2]) begin
					counter_we = mem_w;
					Peripheral_in = Cpu_data2bus;
					Cpu_data4bus = counter_out;
					counter_rd = ~mem_w;
				end else begin
					GPIOf0000000_we = mem_w;
					Peripheral_in = Cpu_data2bus;
					Cpu_data4bus = {counter0_out, counter1_out, counter2_out, 9'h00, led_out, BTN, SW};
					GPIOf0000000_rd = ~mem_w;
				end
			end
		endcase
		casex ({data_ram_rd, lg_rd, GPIOe0000000_rd, counter_rd, GPIOf0000000_rd})
			5'b1xxxx: Cpu_data4bus = ram_data_out;	 
			5'bx1xxx: Cpu_data4bus = lg_out;	 
			5'bxx1xx: Cpu_data4bus = counter_out;	 
			5'bxxx1x: Cpu_data4bus = counter_out;	 
			5'bxxxx1: Cpu_data4bus = {counter0_out, counter1_out,  counter2_out, 9'h00, led_out, BTN, SW};	 
		endcase
	end
endmodule
==> out/metrics.cfg <==
[pwr]
totalPowerFinal_w = 0.0000789
vdd_ir_drop_max_mv = 0.00590
power-per-cell-area_mw_per_mm2 = 17.5
static-leakage-power_nw = 1.65

[yosys]
netlist_area_mm2 = 0.00154
synth_area_per_cell_um2 = 6.23
top_cells_by_count = sky130_fd_sc_hd__and2_1 (82), sky130_fd_sc_hd__a22oi_1 (22), sky130_fd_sc_hd__inv_1 (22), sky130_fd_sc_hd__nand3_1 (22), sky130_fd_sc_hd__o221ai_1 (22)
synth.yosys.warnings = 1
synth_cell_type_count = 30
synthMostInstantiatedCell = sky130_fd_sc_hd__and2_1
biggest_area_consumer_among_synthesized_cells = sky130_fd_sc_hd__and2_1
netlist_instances = 247
ys_seq_share_pct = 0
top_cells_by_area = sky130_fd_sc_hd__and2_1 (33%), sky130_fd_sc_hd__o221ai_1 (13%), sky130_fd_sc_hd__a22oi_1 (11%)
ys_cells = 247
yosys.area.top_type_share_pct = 33.4
yosys_area_mm2 = 0.00154

[clock_tree]
cts-resized-gates = 0
ctsHoldBuffers = 0
cts_post_setup_buffers_inserted = 0

[die]
pin_count = 302
std_cell_rows = 41
core_region_area_mm2 = 0.0127
die_h_um = 134
design.die.area_mm2 = 0.0180
fp_util_pct = 12.1
floorplan.die.width_um = 134

[detailed_routing]
drtPass1Iterations = 4
route.antenna.remaining_nets = 0
antenna_cells = 0
routedWlPerCell_um = 18.1
drt-total-wl_um = 12300
drc = 0
dr_total_vias = 2870
detailed_router_s_first_iteration_violation_count = 78
route.detailed.vias_per_inst = 4.21

[final_layout]
n_fill_cell = 1305
final-instance-count-excl-fill = 681
clock_buffers = 0
area_growth_pct = 193
final_design_area_no_fill_mm2 = 0.00451
numSequentialCells = 0
area.sequential_um2 = 0
drive_gt1_share_pct = 2.36
final-comb-area_mm2 = 0.00130

[sta]
max_clock_freq_ghz = 0.105
worst_slew_margin_rel_pct = 60.9
timing.final.crit_period_ns = 9.50
slew_at_the_pin_with_the_worst_max_slew_slack_ns = 0.587
timing.final.hold_violations = 0
final-max-slew-violation-count = 0
setup-tns-final_ns = 0
final-setup-viol-count = 0
hold_ws_ns = 7.64
unrepaired_setup_endpoints_after_global_routing = false
final_min_period_over_clock_period_pct = 56.5

[placed_design]
numPortBuffers = 286
dp.cells = 681
postPlaceCellArea_mm2 = 0.00451
gp_routability_congestion = 0.814
dp_hpwl_um = 10400

[setup_path]
timing_worst_setup_path_type = input pin to output pin
path_cells = clkdlybuf4s50_1, buf_4, and3_1, buf_4, nand2b_4, o221ai_1, clkdlybuf4s50_1
worstPathRequired_ns = 13.44
timing.critical_path.max_delay_family = buffers and inverters
critical_path.n_buffers_inverters = 4
cp_slowest_cell = sky130_fd_sc_hd__and3_1
startpoint_class_of_the_critical_path = input pin
cpPeakStageDelay_ns = 0.55
setup.worst_path.end_class = output pin
arrival_ns = 6.14
worstPathMaxFanout = 31

[worst_hold_path]
worst_hold_start = addr_bus[0]
worstHoldPathCells = 3
hold_path_end = lg_addr[0]
min-delay-path-class = input pin to output pin

[global_route]
grt_usage_pct = 12.6
grt_antenna_before_repair = 0
grt_pass1_vias = 3104
grt.overflow.total = 0
grt_first_pass_wirelength_um = 18000
largest_net_degree_at_the_start_of_global_routing = 44

[job]
warning_total_across_the_stage_logs = 48
number_of_maximum_capacitance_violations = 0

[outcome]
outcome = finished, final reports clean

stage by stage:
stage                     util (%)  setup WS (ns)
final                         35.6           7.30
after global routing          35.6           7.14
after CTS                     35.6           7.20
after detailed placement      35.6           7.21
after global placement        35.6           7.24
after floorplan                  -           9.07
metal layers:
layer | up-vias | GRT usage (%) | routed length (µm)
li1 | 1408 | - | -
met5 | - | 0 | 0
met2 | 183 | 21.8 | 5810
met3 | 2 | 5.99 | 1540
met1 | 1277 | 14.6 | 4930
met4 | 0 | 0.242 | 27
how the worst max path moves through the flow:
stage,depth (start not counted),start,to
global route,7,addr_bus[29],Cpu_data4bus[0]
CTS,7,addr_bus[29],Cpu_data4bus[0]
finish,7,addr_bus[29],Cpu_data4bus[0]
logic make-up (layout without fill, tap and decap cells):
kind of cell,after synthesis,count (layout),synth area share (%)
AND-OR/OR-AND,64,64,32.2
multiplexers,1,1,0.732
AND/OR/NAND/NOR,130,130,51.4
buffers and inverters,52,314,15.6
tightest hold or removal path, cell delays in order:
cell                              delay (ns)
sky130_fd_sc_hd__clkdlybuf4s50_1        0.38
sky130_fd_sc_hd__and2_1                 0.13
sky130_fd_sc_hd__clkdlybuf4s50_1        0.40
layout by cell type, fill, tap and decap left out, types with 2 or more instances in the layout:
cell | Yosys | routed
sky130_fd_sc_hd__a21oi_1 | 10 | 10
sky130_fd_sc_hd__a22oi_1 | 22 | 22
sky130_fd_sc_hd__a32oi_1 | 9 | 9
sky130_fd_sc_hd__and2_1 | 82 | 82
sky130_fd_sc_hd__buf_4 | 1 | 6
sky130_fd_sc_hd__clkdlybuf4s50_1 | 0 | 286
sky130_fd_sc_hd__inv_1 | 22 | 22
sky130_fd_sc_hd__nand2_1 | 2 | 2
sky130_fd_sc_hd__nand3_1 | 22 | 22
sky130_fd_sc_hd__nor2_1 | 11 | 11
sky130_fd_sc_hd__o221ai_1 | 22 | 22
where the power goes:
group          internal (W)  leakage [nW]  switching, W
logic             0.0000570          1.65     0.0000218
registers                 0             0             0
clock network             0             0             0
total             0.0000570          1.65     0.0000218
final cells by class:
cell class	count	share of cell area (%)
Timing Repair Buffer	292	64.5
Multi-Input combinational cell	195	28.9
Tap cell	172	4.77
Inverter	22	1.83
Power and IR drop assume default switching activity.
