===== run.sh =====
#!/bin/bash
# OpenROAD 26Q1-2900-gdf79404cd8, Yosys 0.63+post, stock flow scripts
make -C /OpenROAD-flow-scripts/flow DESIGN_CONFIG=/design/flow/config.mk WORK_HOME=/design/flow/orfs finish

===== config.mk =====
export PLATFORM = sky130hd
export DESIGN_NAME = Multi_CPU
export DESIGN_NICKNAME = Multi_CPU
export VERILOG_FILES = /design/flow/design.v
export SDC_FILE = /design/flow/constraint.sdc
export NUM_CORES = 4
export LEC_CHECK = 1
export CORE_UTILIZATION = 30

===== constraint.sdc =====
current_design Multi_CPU

set clk_period 25.0
set clk_io_pct 0.2

create_clock -name clk0 -period $clk_period [get_ports {clk}]

set non_clock_inputs [all_inputs -no_clocks]
set_input_delay [expr $clk_period * $clk_io_pct] -clock clk0 $non_clock_inputs
set_output_delay [expr $clk_period * $clk_io_pct] -clock clk0 [all_outputs]

===== design.v =====
`timescale 1ns / 1ps
module ALU(
		input [31:0] A,
		input [3:0] ALU_operation,
		input [31:0] B,
		output overflow,
		output [31:0] res,
		output zero
	);
	mux16to1 #(32) ALU_MUX (
			.in({
				{6{32'b0}},
				{31'b0, $signed(A) < $signed(B)},
				B << A[4:0],
				{31'b0, A < B},
				$signed(A) - $signed(B),
				B >> A[4:0],
				~(A | B),
				A ^ B,
				$signed(A) + $signed(B),
				A | B,
				A & B
			}),
			.select(ALU_operation),
			.out(res)
	);
	assign zero = ~|res;
	assign overflow = 0;
endmodule
`timescale 1ns / 1ps
module Ext_32(
		input [15:0] Imm_16,
		output [31:0] Imm_32
		);
	assign Imm_32 = {{16{Imm_16[15]}}, Imm_16};
endmodule
`timescale 1ns / 1ps
module M_datapath(
		input clk,
		input reset,
		input MIO_ready,
		input IorD,
		input IRWrite,
		input [1:0] RegDst,
		input RegWrite,
		input [1:0] MemtoReg,
		input ALUSrcA,
		input [1:0] ALUSrcB,
		input [1:0] PCSource,
		input PCWrite,
		input PCWriteCond,
		input Branch,
		input [3:0] ALU_operation,
		output [31:0] PC_Current,
		input [31:0] Data_in,
		output [31:0] Inst,
		output [31:0] data_out,
		output [31:0] M_addr,
		output zero,
		output overflow
	);
	wire [31:0] MDR;
	wire [4:0] Wt_addr;
	wire [31:0] Wt_data;
	wire [31:0] rdata_A;
	wire [31:0] Imm_32;
	wire [31:0] A;
	wire [31:0] B;
	wire [31:0] res;
	wire [31:0] ALUOut;
	wire [31:0] PC_Next;
	REG32 U_IR (
			.clk(clk),
			.rst(1'b0),
			.CE(IRWrite),
			.D(Data_in[31:0]),
			.Q(Inst[31:0])
	);
	REG32 U_MDR (
			.clk(clk),
			.rst(1'b0),
			.CE(1'b1),
			.D(Data_in[31:0]),
			.Q(MDR[31:0])
	);
	mux4to1 #(5) U_mux_Wt_addr (
			.in({
				5'b0,	 
				5'd31,	 
				Inst[15:11],	 
				Inst[20:16]	 
			}),
			.select(RegDst[1:0]),
			.out(Wt_addr[4:0])
	);
	mux4to1 #(32) U_mux_Wt_data (
			.in({
				PC_Current[31:0],	 
				{Inst[15:0], 16'b0},	 
				MDR[31:0],	 
				ALUOut[31:0]	 
			}),
			.select(MemtoReg[1:0]),
			.out(Wt_data[31:0])
	);
	Regs U2 (
			.clk(clk),
			.rst(reset),
			.R_addr_A(Inst[25:21]),
			.R_addr_B(Inst[20:16]),
			.Wt_addr(Wt_addr[4:0]),
			.Wt_data(Wt_data[31:0]),
			.L_S(RegWrite),
			.rdata_A(rdata_A[31:0]),
			.rdata_B(data_out[31:0])
	);
	Ext_32 U_Ext (
			.Imm_16(Inst[15:0]),
			.Imm_32(Imm_32[31:0])
	);
	assign A = ALUSrcA ? rdata_A : PC_Current;
	mux4to1 #(32) U_mux_B (
			.in({
				{Imm_32[29:0], 2'b00},	 
				Imm_32[31:0],	 
				32'd4,	 
				data_out[31:0]	 
			}),
			.select(ALUSrcB[1:0]),
			.out(B[31:0])
	);
	ALU U1 (
			.A(A[31:0]),
			.B(B[31:0]),
			.ALU_operation(ALU_operation[3:0]),
			.zero(zero),
			.res(res[31:0]),
			.overflow(overflow)
	);
	REG32 U_ALUOut (
			.clk(clk),
			.rst(1'b0),
			.CE(1'b1),
			.D(res[31:0]),
			.Q(ALUOut[31:0])
	);
	mux4to1 #(32) U_mux_PC_next (
			.in({
				ALUOut[31:0],	 
				{PC_Current[31:28], Inst[25:0], 2'b00},	 
				ALUOut[31:0],	 
				res[31:0]	 
			}),
			.select(PCSource[1:0]),
			.out(PC_Next[31:0])
	);
	REG32 U_PC (
			.clk(clk),
			.rst(reset),
			.CE(MIO_ready && (PCWrite || (PCWriteCond && (Branch == zero)))),
			.D(PC_Next[31:0]),
			.Q(PC_Current[31:0])
	);
	assign M_addr = IorD ? ALUOut : PC_Current;
endmodule
`timescale 1ns / 1ps
module Multi_CPU(
		input clk,
		input reset,
		input MIO_ready,	 
		output [31:0] PC_out,	 
		output [31:0] inst_out,	 
		output mem_w,	 
		output [31:0] Addr_out,	 
		output [31:0] Data_out,	 
		input [31:0] Data_in,	 
		output CPU_MIO,	 
		input INT,	 
		output [4:0] state	 
	);
	wire MemRead;
	wire MemWrite;
	wire IorD;
	wire IRWrite;
	wire RegWrite;
	wire ALUSrcA;
	wire PCWrite;
	wire PCWriteCond;
	wire Branch;
	wire [1:0] RegDst;
	wire [1:0] MemtoReg;
	wire [1:0] ALUSrcB;
	wire [1:0] PCSource;
	wire [3:0] ALU_operation;
	wire zero;
	wire overflow;
	ctrl U11(
			.clk(clk),
			.reset(reset),
			.zero(zero),
			.overflow(overflow),
			.MIO_ready(MIO_ready),
			.Inst_in(inst_out[31:0]),
			.MemRead(MemRead),
			.MemWrite(MemWrite),
			.CPU_MIO(CPU_MIO),
			.IorD(IorD),
			.IRWrite(IRWrite),
			.RegWrite(RegWrite),
			.ALUSrcA(ALUSrcA),
			.PCWrite(PCWrite),
			.PCWriteCond(PCWriteCond),
			.Branch(Branch),
			.RegDst(RegDst[1:0]),
			.MemtoReg(MemtoReg[1:0]),
			.ALUSrcB(ALUSrcB[1:0]),
			.PCSource(PCSource[1:0]),
			.ALU_operation(ALU_operation[3:0]),
			.state_out(state[4:0])
	);
	assign mem_w = MemWrite && (!MemRead);
	M_datapath U12(
			.clk(clk),
			.reset(reset),
			.MIO_ready(MIO_ready),
			.IorD(IorD),
			.IRWrite(IRWrite),
			.RegWrite(RegWrite),
			.ALUSrcA(ALUSrcA),
			.PCWrite(PCWrite),
			.PCWriteCond(PCWriteCond),
			.Branch(Branch),
			.RegDst(RegDst[1:0]),
			.MemtoReg(MemtoReg[1:0]),
			.ALUSrcB(ALUSrcB[1:0]),
			.PCSource(PCSource[1:0]),
			.ALU_operation(ALU_operation[3:0]),
			.Data_in(Data_in[31:0]),
			.zero(zero),
			.overflow(overflow),
			.PC_Current(PC_out[31:0]),
			.Inst(inst_out[31:0]),
			.data_out(Data_out[31:0]),
			.M_addr(Addr_out[31:0])
	);
endmodule
`timescale 1ns / 1ps
module REG32(
		input clk,
		input rst,
		input CE,
		input [31:0] D,
		output reg [31:0] Q
	);
	initial begin
		Q = 32'b0;
	end
	always @(posedge clk or posedge rst) begin
		if (rst) begin
			Q <= 0;
		end else if (CE) begin
			Q <= D;
		end
	end
endmodule
`timescale 1ns / 1ps
module Regs(
		input clk,
		input rst,
		input L_S,
		input [4:0] R_addr_A,
		input [4:0] R_addr_B,
		input [4:0] Wt_addr,
		input [31:0] Wt_data,
		output [31:0] rdata_A,
		output [31:0] rdata_B
		);
	reg [31:0] register [1:31];
	initial begin
		for (i = 1; i < 32; i = i + 1) begin
			register[i] = 0;
		end
	end
	assign rdata_A = R_addr_A == 0 ? 0 : register[R_addr_A];
	assign rdata_B = R_addr_B == 0 ? 0 : register[R_addr_B];
	integer i;
	always @(posedge clk or posedge rst) begin
		if (rst) begin
			for (i = 1; i < 32; i = i + 1) begin
				register[i] <= 0;
			end
		end else if (L_S == 1 && Wt_addr != 0) begin
			register[Wt_addr] <= Wt_data;
		end
	end
endmodule
`timescale 1ns / 1ps
module ctrl(
		input clk,
		input reset,
		input [31:0] Inst_in,
		input zero,
		input overflow,
		input MIO_ready,
		output reg MemRead,
		output reg MemWrite,
		output reg [3:0] ALU_operation,
		output [4:0] state_out,
		output reg CPU_MIO,
		output reg IorD,
		output reg IRWrite,
		output reg [1:0] RegDst,
		output reg RegWrite,
		output reg [1:0] MemtoReg,
		output reg ALUSrcA,
		output reg [1:0] ALUSrcB,
		output reg [1:0] PCSource,
		output reg PCWrite,
		output reg PCWriteCond,
		output reg Branch
	);
	localparam
			IF = 4'b0000,
			ID = 4'b0001,
			Mem_Ex = 4'b0010,
			Mem_RD = 4'b0011,
			LW_WB = 4'b0100,
			Mem_WD = 4'b0101,
			R_Exe = 4'b0110,
			R_WB = 4'b0111,
			Beq_Exe = 4'b1000,
			J = 4'b1001,
			I_Exe = 4'b1010,
			I_WB = 4'b1011,
			Lui_WB = 4'b1100,
			Bne_Exe = 4'b1101,
			Jr = 4'b1110,
			Jal = 4'b1111;
	localparam
			ALU_AND = 4'b0000,
			ALU_OR = 4'b0001,
			ALU_ADD = 4'b0010,
			ALU_XOR = 4'b0011,
			ALU_NOR = 4'b0100,
			ALU_SRLV = 4'b0101,
			ALU_SUB = 4'b0110,
			ALU_SLTU = 4'b0111,
			ALU_SLLV = 4'b1000,
			ALU_SLT = 4'b1001;
	reg [3:0] state;
	assign state_out = {1'b0, state};
	task GoToIF;
		begin
			{PCWrite, PCWriteCond, IorD, MemRead, MemWrite, IRWrite, MemtoReg[1:0], PCSource[1:0], ALUSrcB[1:0], ALUSrcA, RegWrite, RegDst[1:0], CPU_MIO} <= 17'h12821;
			ALU_operation <= ALU_ADD;
			state <= IF;
		end
	endtask
	initial begin
		{PCWrite, PCWriteCond, IorD, MemRead, MemWrite, IRWrite, MemtoReg[1:0], PCSource[1:0], ALUSrcB[1:0], ALUSrcA, RegWrite, RegDst[1:0], CPU_MIO} = 17'h12821;
		ALU_operation = ALU_ADD;
		state = IF;
	end
	always @(posedge clk or posedge reset) begin
		if (reset) begin
			GoToIF;
		end else begin
			ALU_operation <= ALU_ADD;
			case (state)
				IF: begin
					if (MIO_ready) begin
						{PCWrite, PCWriteCond, IorD, MemRead, MemWrite, IRWrite, MemtoReg[1:0], PCSource[1:0], ALUSrcB[1:0], ALUSrcA, RegWrite, RegDst[1:0], CPU_MIO} <= 17'h00060;
						ALU_operation <= ALU_ADD;
						state <= ID;
					end else begin
						GoToIF;
					end
				end
				ID: begin
					case (Inst_in[31:26])
						6'b000000: begin	 
							{PCWrite, PCWriteCond, IorD, MemRead, MemWrite, IRWrite, MemtoReg[1:0], PCSource[1:0], ALUSrcB[1:0], ALUSrcA, RegWrite, RegDst[1:0], CPU_MIO} <= 17'h00010;
							state <= R_Exe;
							case (Inst_in[5:0])
								6'b100000: begin ALU_operation <= ALU_ADD; end
								6'b100010: begin ALU_operation <= ALU_SUB; end
								6'b100100: begin ALU_operation <= ALU_AND; end
								6'b100101: begin ALU_operation <= ALU_OR; end
								6'b100110: begin ALU_operation <= ALU_XOR; end
								6'b100111: begin ALU_operation <= ALU_NOR; end
								6'b101010: begin ALU_operation <= ALU_SLT; end
								6'b101011: begin ALU_operation <= ALU_SLTU; end
								6'b000110: begin ALU_operation <= ALU_SRLV; end
								6'b000100: begin ALU_operation <= ALU_SLLV; end
								6'b001000: begin	 
									{PCWrite, PCWriteCond, IorD, MemRead, MemWrite, IRWrite, MemtoReg[1:0], PCSource[1:0], ALUSrcB[1:0], ALUSrcA, RegWrite, RegDst[1:0], CPU_MIO} <= 17'h10010;
									state <= Jr;
								end
								default: begin	 
									GoToIF;
								end
							endcase
						end
						6'b001000: begin	 
							{PCWrite, PCWriteCond, IorD, MemRead, MemWrite, IRWrite, MemtoReg[1:0], PCSource[1:0], ALUSrcB[1:0], ALUSrcA, RegWrite, RegDst[1:0], CPU_MIO} <= 17'h00050;
							ALU_operation <= ALU_ADD;
							state <= I_Exe;
						end
						6'b001100: begin	 
							{PCWrite, PCWriteCond, IorD, MemRead, MemWrite, IRWrite, MemtoReg[1:0], PCSource[1:0], ALUSrcB[1:0], ALUSrcA, RegWrite, RegDst[1:0], CPU_MIO} <= 17'h00050;
							ALU_operation <= ALU_AND;
							state <= I_Exe;
						end
						6'b001101: begin	 
							{PCWrite, PCWriteCond, IorD, MemRead, MemWrite, IRWrite, MemtoReg[1:0], PCSource[1:0], ALUSrcB[1:0], ALUSrcA, RegWrite, RegDst[1:0], CPU_MIO} <= 17'h00050;
							ALU_operation <= ALU_OR;
							state <= I_Exe;
						end
						6'b001110: begin	 
							{PCWrite, PCWriteCond, IorD, MemRead, MemWrite, IRWrite, MemtoReg[1:0], PCSource[1:0], ALUSrcB[1:0], ALUSrcA, RegWrite, RegDst[1:0], CPU_MIO} <= 17'h00050;
							ALU_operation <= ALU_XOR;
							state <= I_Exe;
						end
						6'b001010: begin	 
							{PCWrite, PCWriteCond, IorD, MemRead, MemWrite, IRWrite, MemtoReg[1:0], PCSource[1:0], ALUSrcB[1:0], ALUSrcA, RegWrite, RegDst[1:0], CPU_MIO} <= 17'h00050;
							ALU_operation <= ALU_SLT;
							state <= I_Exe;
						end
						6'b001011: begin	 
							{PCWrite, PCWriteCond, IorD, MemRead, MemWrite, IRWrite, MemtoReg[1:0], PCSource[1:0], ALUSrcB[1:0], ALUSrcA, RegWrite, RegDst[1:0], CPU_MIO} <= 17'h00050;
							ALU_operation <= ALU_SLTU;
							state <= I_Exe;
						end
						6'b001111: begin	 
							{PCWrite, PCWriteCond, IorD, MemRead, MemWrite, IRWrite, MemtoReg[1:0], PCSource[1:0], ALUSrcB[1:0], ALUSrcA, RegWrite, RegDst[1:0], CPU_MIO} <= 17'h00468;
							state <= Lui_WB;
						end
						6'b100011, 6'b101011: begin	 
							{PCWrite, PCWriteCond, IorD, MemRead, MemWrite, IRWrite, MemtoReg[1:0], PCSource[1:0], ALUSrcB[1:0], ALUSrcA, RegWrite, RegDst[1:0], CPU_MIO} <= 17'h00050;
							ALU_operation <= ALU_ADD;
							state <= Mem_Ex;
						end
						6'b000100: begin	 
							Branch <= 1;
							{PCWrite, PCWriteCond, IorD, MemRead, MemWrite, IRWrite, MemtoReg[1:0], PCSource[1:0], ALUSrcB[1:0], ALUSrcA, RegWrite, RegDst[1:0], CPU_MIO} <= 17'h08090;
							ALU_operation <= ALU_SUB;
							state <= Beq_Exe;
						end
						6'b000101: begin	 
							Branch <= 0;
							{PCWrite, PCWriteCond, IorD, MemRead, MemWrite, IRWrite, MemtoReg[1:0], PCSource[1:0], ALUSrcB[1:0], ALUSrcA, RegWrite, RegDst[1:0], CPU_MIO} <= 17'h08090;
							ALU_operation <= ALU_SUB;
							state <= Bne_Exe;
						end
						6'b000010: begin	 
							{PCWrite, PCWriteCond, IorD, MemRead, MemWrite, IRWrite, MemtoReg[1:0], PCSource[1:0], ALUSrcB[1:0], ALUSrcA, RegWrite, RegDst[1:0], CPU_MIO} <= 17'h10160;
							state <= J;
						end
						6'b000011: begin	 
							{PCWrite, PCWriteCond, IorD, MemRead, MemWrite, IRWrite, MemtoReg[1:0], PCSource[1:0], ALUSrcB[1:0], ALUSrcA, RegWrite, RegDst[1:0], CPU_MIO} <= 17'h1076C;
							state <= Jal;
						end
						default: begin	 
							GoToIF;
						end
					endcase
				end
				Mem_Ex: begin
					case (Inst_in[31:26])
						6'b100011: begin	 
							{PCWrite, PCWriteCond, IorD, MemRead, MemWrite, IRWrite, MemtoReg[1:0], PCSource[1:0], ALUSrcB[1:0], ALUSrcA, RegWrite, RegDst[1:0], CPU_MIO} <= 17'h06051;
							state <= Mem_RD;
						end
						6'b101011: begin	 
							{PCWrite, PCWriteCond, IorD, MemRead, MemWrite, IRWrite, MemtoReg[1:0], PCSource[1:0], ALUSrcB[1:0], ALUSrcA, RegWrite, RegDst[1:0], CPU_MIO} <= 17'h05051;
							state <= Mem_WD;
						end
						default: begin	 
							GoToIF;
						end
					endcase
				end
				Mem_RD: begin
					if (MIO_ready) begin
						{PCWrite, PCWriteCond, IorD, MemRead, MemWrite, IRWrite, MemtoReg[1:0], PCSource[1:0], ALUSrcB[1:0], ALUSrcA, RegWrite, RegDst[1:0], CPU_MIO} <= 17'h00208;
						state <= LW_WB;
					end else begin
						{PCWrite, PCWriteCond, IorD, MemRead, MemWrite, IRWrite, MemtoReg[1:0], PCSource[1:0], ALUSrcB[1:0], ALUSrcA, RegWrite, RegDst[1:0], CPU_MIO} <= 17'h06051;
						state <= Mem_RD;
					end
				end
				LW_WB: begin
					GoToIF;
				end
				Mem_WD: begin
					if (MIO_ready) begin
						GoToIF;
					end else begin
						{PCWrite, PCWriteCond, IorD, MemRead, MemWrite, IRWrite, MemtoReg[1:0], PCSource[1:0], ALUSrcB[1:0], ALUSrcA, RegWrite, RegDst[1:0], CPU_MIO} <= 17'h05051;
						state <= Mem_WD;
					end
				end
				R_Exe: begin
					{PCWrite, PCWriteCond, IorD, MemRead, MemWrite, IRWrite, MemtoReg[1:0], PCSource[1:0], ALUSrcB[1:0], ALUSrcA, RegWrite, RegDst[1:0], CPU_MIO} <= 17'h0001A;
					state <= R_WB;
				end
				R_WB: begin
					GoToIF;
				end
				Beq_Exe: begin
					GoToIF;
				end
				J: begin
					GoToIF;
				end
				I_Exe: begin
					{PCWrite, PCWriteCond, IorD, MemRead, MemWrite, IRWrite, MemtoReg[1:0], PCSource[1:0], ALUSrcB[1:0], ALUSrcA, RegWrite, RegDst[1:0], CPU_MIO} <= 17'h00058;
					state <= I_WB;
				end
				I_WB: begin
					GoToIF;
				end
				Lui_WB: begin
					GoToIF;
				end
				Bne_Exe: begin
					GoToIF;
				end
				Jr: begin
					GoToIF;
				end
				Jal: begin
					GoToIF;
				end
				default begin	 
					GoToIF;
				end
			endcase
		end
	end
endmodule
`timescale 1ns / 1ps
module mux16to1(
		input [16 * WIDTH - 1:0] in,
		input [3:0] select,
		output [WIDTH - 1:0] out
		);
	parameter WIDTH = 1;
	assign out =
			select == 4'b0000 ? in[WIDTH - 1:0] :
			select == 4'b0001 ? in[2 * WIDTH - 1: WIDTH] :
			select == 4'b0010 ? in[3 * WIDTH - 1: 2 * WIDTH] :
			select == 4'b0011 ? in[4 * WIDTH - 1: 3 * WIDTH] :
			select == 4'b0100 ? in[5 * WIDTH - 1: 4 * WIDTH] :
			select == 4'b0101 ? in[6 * WIDTH - 1: 5 * WIDTH] :
			select == 4'b0110 ? in[7 * WIDTH - 1: 6 * WIDTH] :
			select == 4'b0111 ? in[8 * WIDTH - 1: 7 * WIDTH] :
			select == 4'b1000 ? in[9 * WIDTH - 1: 8 * WIDTH] :
			select == 4'b1001 ? in[10 * WIDTH - 1: 9 * WIDTH] :
			select == 4'b1010 ? in[11 * WIDTH - 1: 10 * WIDTH] :
			select == 4'b1011 ? in[12 * WIDTH - 1: 11 * WIDTH] :
			select == 4'b1100 ? in[13 * WIDTH - 1: 12 * WIDTH] :
			select == 4'b1101 ? in[14 * WIDTH - 1: 13 * WIDTH] :
			select == 4'b1110 ? in[15 * WIDTH - 1: 14 * WIDTH] :
			in[16 * WIDTH - 1: 15 * WIDTH];
endmodule
`timescale 1ns / 1ps
module mux4to1(
		input [4 * WIDTH - 1:0] in,
		input [1:0] select,
		output [WIDTH - 1:0] out
		);
	parameter WIDTH = 1;
	assign out =
			select == 2'b00 ? in[WIDTH - 1:0] :
			select == 2'b01 ? in[2 * WIDTH - 1: WIDTH] :
			select == 2'b10 ? in[3 * WIDTH - 1: 2 * WIDTH] :
			in[4 * WIDTH - 1: 3 * WIDTH];
endmodule

==> Slide: Implementation Results <==
Implementation Results

Floorplanning
  – Io pins: 171
  – FP Core Util: 0.302
  – Site Rows: 173
  – Total die area: 226000 um2
  – Die y size: 476 um
  – CORE AREA: 223000 um2
  – Die X: 476 um

CTS
  – Root buffer cell: clkbuf_16
  – H-tree depth: 4
  – Reg clk slew, reported paths: 0.06 ns
  – Max Root-Sink Buffers: 3
  – CTS buffer count: 134
  – Clock Sinks: 1145
  – Gates resized, CTS repair: 0
  – Hold Buf Count CTS: 0
  – CTS tree: done
  – Late-Pin Clk Latency: 0.85 ns
  – Postcts setup bufs: 0

Logic synthesis
  – Ys flop type: dfrtp_1
  – Post-synth EDFFs: 33
  – Ys cells: 7947
  – Yosys stat area: 67400 um2
  – Synth warn: 4
  – Flops out of synthesis: 1145
  – FFs w/ async S/R, synth: 0.915
  – Syn avg cell area: 8.48 um2
  – Cell Area, Synth: 67400 um2
  – Yosys cell types: 119
  – Sequential area share after synthesis: 0.423
  – Mapped Cells: 7947

Timing
  – Fin crit period: 11.97 ns
  – Clock skew: 0.0392 ns
  – Slew Viols, Final: 0
  – F_max: 83.6 MHz
  – Worst-margin pin slew: 1.48 ns
  – Hold WS: 0.488 ns
  – Hold violation count in the final report: 0
  – Fin Setup TNS: 0 ns
  – Slew HR: 0.00970
  – Final Cycle Share: 0.479
  – # setup viols final: 0
  – RSZ-0062 raised after global routing: no
  – Worst setup margin: 13.03 ns

Worst setup path
  – Reg2Reg Depth: 29
  – CP max stage cell: nor4_1
  – Worst path max stage delay: 0.82 ns
  – Setup crit end kind: register
  – Delay-heaviest family, CP: simple AND/OR/NAND/NOR gates
  – CP required: 25.70 ns
  – Crit path kind: reg -> reg
  – Top cell by count, worst path: buf_4
  – R2R Setup Slk: 13.03 ns
  – Worst Path Max Fanout: 35
  – Critical path endpoint: U12.U_PC.Q[25]
  – Crit path arrival time: 12.67 ns
  – FF-to-FF Start: U12.U_IR.Q[20]
  – Reg2reg end: U12.U_PC.Q[25]
  – Critical Path Stages: 29
  – Critical path buffers and inverters: 6
  – Startpoint Class: register
  – Worst Setup SP: U12.U_IR.Q[20]

Route
  – Residual DRC: 0
  – Final ANT Viol Nets: 0
  – Total wire length: 416000 um
  – DR vias: 71.8k
  – DRT iter0 DRCs: 9265
  – Drt pass-1 iters: 10
  – Wire per inst: 37.6 um
  – Vias/cell: 6.50

Power and ir drop
  – Reg power frac: 0.312
  – Pint: 3.94 mW
  – Pwr per Cell Area: 88.0 nW/um2
  – P_leak: 33.3 nW
  – Combinational power share: 0.387
  – Clock power frac: 0.302
  – VDD IR max: 0.0000916 V
  – Sw Pwr: 2.95 mW
  – Switching Share: 0.428

Global route
  – GRT Total Usage: 0.373
  – Initial antenna violation count: 39
  – Largest net degree at the start of global routing: 113
  – Grt total ovfl: 0
  – Vias in the first global route: 67.2k
  – First-pass GRT wire length: 564000 um

Outcome
  – Outcome: complete, no violations

Run
  – Log Warnings: 102
  – Max_cap viols: 0

Final layout
  – Area grow syn2layout: 16.2%
  – Share of cells above drive strength 1: 0.122
  – Fillers: 22.4k
  – Fin cells: 11.1k

Place
  – DP Wirelength: 277000 um
  – Cells after DPL: 10.8k
  – Placer Congestion: 1.06
  – Port Buffer Count: 168
  – Dpl ws: 13.76 ns

Hold path
  – Worst Hold Class: reg -> reg
[flip-flops by register name, indices dropped and copies added, names as in the netlist, 4 cells and up]
| register | count |
|---|---|
| U12.U_PC.Q | 32 |
| U12.U_ALUOut.Q | 32 |
| U12.U2.register | 992 |
| U12.U_IR.Q | 32 |
| U12.U_MDR.Q | 32 |
| U11.ALU_operation | 4 |
| U11.state | 4 |
[worst min-delay path, stage by stage, from the launching register on]
cell and delay, ns:
dfrtp_1 0.34, nand2_1 0.05, o21ai_0 0.06
[final cells by class]
class / count / area, um2 / area share
repair buffers: 584 / 4870 / 0.0622
well taps: 2975 / 3720 / 0.0476
flip-flops and latches: 1145 / 28500 / 0.364
clock buffers: 210 / 4010 / 0.0512
diodes: 41 / 103 / 0.00131
multi-input cells: 5927 / 36000 / 0.460
clock inverters: 38 / 576 / 0.00735
inverters: 130 / 492 / 0.00628
[per-layer routing]
layer | part of all wire | vias to the layer above | track usage | routed length [um]
li1 | - | 29200 | - | -
met1 | 0.37 | 35200 | 0.467 | 152000
met2 | 0.39 | 5693 | 0.486 | 162000
met3 | 0.16 | 1696 | 0.218 | 66000
met4 | 0.084 | 52 | 0.237 | 34800
met5 | 0.0017 | - | 0.0156 | 714
[kinds of logic (layout without fill, tap and decap cells)]
kind of cell | after synthesis | after routing | synth area share
AOI/OAI and AO/OA | 2784 | 2784 | 0.265
and+or+nand+nor | 2784 | 2784 | 0.197
DFF | 1145 | 1145 | 0.423
buffers and inverters | 875 | 962 | 0.0537
muxes | 218 | 218 | 0.0375
adders and majority gates | 99 | 99 | 0.0186
xor gates and xnor gates | 41 | 41 | 0.00533
other | 1 | 42 | 0.0000557
[synthesized netlist by cell type, drive strengths merged, types with 95 or more instances]
library cell / count / area, um2
inv: 128 / 480
clkbuf: 575 / 2160
a211oi: 112 / 911
ha: 97 / 1210
a22oi: 502 / 3800
a21oi: 360 / 1820
nand3: 165 / 831
buf: 170 / 968
mux2i: 99 / 998
nand2: 1328 / 4990
mux2: 109 / 1300
a2111oi: 95 / 857
nor3: 134 / 697
and3: 337 / 2110
o21ai: 1192 / 5980
nand4: 119 / 744
dfrtp: 1042 / 26100
nor2: 346 / 1320
[layout by cell type, fill, tap and decap left out, types with 119 or more instances in the layout]
| master | n |
|---|---|
| nand2_1 | 1299 |
| o21ai_0 | 1169 |
| and3_1 | 336 |
| dfrtp_1 | 1036 |
| buf_4 | 411 |
| clkdlybuf4s50_1 | 168 |
| a22oi_1 | 498 |
| nor3_1 | 123 |
| nor2_1 | 291 |
| clkbuf_16 | 136 |
| nand3_1 | 164 |
| a21oi_1 | 341 |
| nand4_1 | 119 |
| inv_1 | 123 |
[metrics by stage]
step | total power [mW] | util | instance area, um2
final | 6.88 | 0.351 | 78300
after floorplan | 3.44 | - | 67400
after CTS | 6.77 | 0.351 | 78200
after detailed placement | 4.71 | 0.330 | 73600
after global routing | 7.04 | 0.351 | 78200
after global placement | 4.72 | 0.330 | 73600
[worst min-delay path by stage]
stage / start / endpoint / slack (ns) / depth (start not counted)
after CTS: U12.U2.register[2][2] / U12.U2.register[2][2] / 0.48 / 2
after global routing: U12.U2.register[2][2] / U12.U2.register[2][2] / 0.51 / 2
final: U12.U2.register[2][2] / U12.U2.register[2][2] / 0.49 / 2
[power by group through the flow]
| stage | clock network [mW] | logic [mW] | registers [mW] |
|---|---|---|---|
| after CTS | 2.08 | 2.55 | 2.14 |
| after global routing | 2.15 | 2.74 | 2.15 |
| final | 2.08 | 2.66 | 2.14 |
Power figures rest on the tool's default switching activity, not on a simulated workload.
