`design/flow/constraint.sdc`:
```
current_design life_game_dev_io

set clk_period 451.1
set clk_io_pct 0.2

create_clock -name clk0 -period $clk_period [get_ports {clock}]
create_clock -name clk1 -period $clk_period [get_ports {world_clock}]

set non_clock_inputs [all_inputs -no_clocks]
set_input_delay [expr $clk_period * $clk_io_pct] -clock clk0 $non_clock_inputs
set_output_delay [expr $clk_period * $clk_io_pct] -clock clk0 [all_outputs]
```
`design/flow/run.sh`:
```
#!/bin/bash
# OpenROAD 26Q1-2900-gdf79404cd8, Yosys 0.63+post, stock flow scripts
make -C /OpenROAD-flow-scripts/flow DESIGN_CONFIG=/design/flow/config.mk WORK_HOME=/design/flow/orfs finish
```
`design/flow/design.v`:
```
`timescale 1ns / 1ps
module life_game_dev_io(
		input clock,
		input cell_write,
		input [6:0] cell_address,
		input [31:0] cell_data_in,
		input world_clock,
		input [9:0] x_position,
		input [8:0] y_position,
		input inside_video,
		output [31:0] cell_data_out,
		output [7:0] color
	);
	parameter COLOR_POINTER = 8'b110_110_10;
	parameter COLOR_EMPTY = 8'b111_111_11;
	parameter COLOR_BLACK = 8'b000_000_00;
	reg [31:0] world_0 [0:48 * 2 - 1];	 
	reg [31:0] world_1 [0:48 * 2 - 1];
	reg world_index = 0;
	wire [5:0] x_address;
	wire [5:0] y_address;
	wire [31:0] vga_block;
	wire vga_cell;
	wire [7:0] color_life;
	wire [7:0] color_empty;
	wire [7:0] color_cell;
	wire [7:0] color_cell_circlized;
	initial begin
		world_0[2][25] = 1;
		world_0[4][23] = 1;	world_0[4][25] = 1;
		world_0[6][14:13] = 2'b11;	world_0[6][22:21] = 2'b11;	world_0[7][4:3] = 2'b11;
		world_0[8][12] = 1;	world_0[8][16] = 1;	world_0[8][22:21] = 2'b11;	world_0[9][4:3] = 2'b11;
		world_0[10][2:1] = 2'b11;	world_0[10][11] = 1;	world_0[10][17] = 1; world_0[10][22:21] = 2'b11;
		world_0[12][2:1] = 2'b11;	world_0[12][11] = 1;	world_0[12][15] = 1;	world_0[12][18:17] = 2'b11; world_0[12][23] = 1; world_0[12][25] = 1;
		world_0[14][11] = 1;	world_0[14][17] = 1; world_0[14][25] = 1;
		world_0[16][12] = 1;	world_0[16][16] = 1;
		world_0[18][14:13] = 2'b11;
	end
	assign cell_data_out = world_index ? world_1[cell_address] : world_0[cell_address];
	always @(posedge clock) begin
		if (cell_write && world_index) begin
			world_0[cell_address] <= cell_data_in;
		end
	end
	always @(posedge clock) begin
		if (cell_write && !world_index) begin
			world_1[cell_address] <= cell_data_in;
		end
	end
	assign x_address = x_position / 10;
	assign y_address = y_position / 10;
	assign vga_block = world_index ? world_1[{y_address, x_address[5]}] : world_0[{y_address, x_address[5]}];
	assign vga_cell = vga_block[x_address[4:0]];
	assign color = inside_video ? (vga_cell ? COLOR_BLACK : COLOR_EMPTY) : 8'b0;
	always @(posedge world_clock) begin
		world_index <= !world_index;
	end
endmodule
```
`design/flow/config.mk`:
```
export PLATFORM = sky130hd
export DESIGN_NAME = life_game_dev_io
export DESIGN_NICKNAME = life_game_dev_io
export VERILOG_FILES = /design/flow/design.v
export SDC_FILE = /design/flow/constraint.sdc
export NUM_CORES = 4
export LEC_CHECK = 1
export CORE_UTILIZATION = 50
export SYNTH_MEMORY_MAX_BITS = 65536
```
==> run notes <==
fresh numbers from the pnr run: status finished clean, Fin Setup TNS 0 ns, final core occ 0.568, RSZ-0062 raised after global routing no, Num CTS Buffers about 650, grt ovf 0, number of post-CTS setup repair buffers 0, Hold Violations, Final 0, Switching Share 0.283, Unique cell types about 95, crit path capture type output port, Setup Skew 0 ns, Most common cell on crit path buf_4, TritonRoute pass-1 iters 9, Port Buffers 99, RePlAce Congestion approximately 1.1, PostCTS Resize Cnt 0, crit-path leading delay family buffers and inverters, mean post-synth cell area 15.7 µm², clk buf depth 4, yosys warns 1, Initial Util 0.502, first-pass GRT wire length roughly 1600000 µm, Clock transition at path regs around 0.060 ns, Slew Limit Fails 0, Max stage delay on crit path between 0.8 and 0.9 ns, pre-CTS setup slack roughly 260 ns, Post-synth regs 6145, Worst setup SP type input port, row cnt about 270, # Cells Yosys 17462, drt total wl roughly 1200000 µm, CTS Hold Buffers Added 0, Seq share, synth 0.675, Top Layout Cells edfxtp_1 (6144), a22oi_1 (2263), nand2_1 (1215), mux4_2 (1198), buf_4 (1137), I/O Pins about 100, tool warnings 30, Core Area 545000 µm², antenna viol nets, final 0, First DRT Iteration DRCs slightly below 20000, vias post-DR 196320, CP required between 300 and 400 ns, post-synthesis cell count 17462, Post-synth ARST share 0, Die X-Extent roughly 740 µm, leakage power total roughly 96 nW, die height approximately 740 µm, Max Cap Viol 0, Comb power frac 0.162, most used flip-flop cell edfxtp_1, Seq pwr share 0.456, worst min path class flop to flop, top cells by area edfxtp_1 (67%), mux4_2 (9.9%), a22oi_1 (6.2%), post-DP HPWL 746000 µm, Max FO, Critical Path 43, global-route usage over all layers 0.492, largest net degree at the start of global routing about 90, dominant logic cell type in the layout edfxtp_1, layout cells sized above 1 0.199, Post-Syn Area about 270000 µm², Synth area leader edfxtp_1, Internal Pwr Total 0.991 mW, htree depth 6, via/cell ratio between 7 and 8, Clk network pwr share 0.382, Net Sw Power roughly 0.4 mW, Worst Path Buf+Inv 11, Setup violations, final 0, Wirelength per Cell between 40 and 50 µm, Tot Pwr roughly 1.4 mW, Peak VDD IR slightly below 0.000004 V, pwr dens ~4.5 nW/µm², final worst slack about 260 ns, worst setup path class input port to output port, placed standard-cell area just under 300000 µm², pin slew with the least headroom to its limit between 1 and 1.5 ns, CTS tree built, number of enable flip-flop cells between 6000 and 7000, initial antenna violation count ~130, # DRC 0, area added between synthesis and finish 13.1%, Worst EP arrival 104.14 ns, worst slew margin relative to its limit 0.0513, yosys stat area around 270000 µm², Yosys top cell area share 0.675, final instance area 309000 µm², vias in the first global route approximately 200k, Critical-path top delay cell clkdlybuf4s50_1, chip area 550000 µm², Root Driver clkbuf_16
per-stage QoR:
step                hold slack [ns]  instances
global placement               1.18      24405
global route                   1.07      25707
floorplan                      1.24      17462
detailed placement             1.18      24405
CTS                           0.997      25572
finish                         1.15      25794
sequential cells by signal (all words and copies together) (netlist names):
name	cells
world_1	3072
world_0	3072
world_index	1
cell families (layout without fill, tap and decap cells):
family / Yosys count / count (layout) / share of synthesized area
compound gates: 5140 / 5140 / 0.139
xor+xnor: 7 / 7 / 0.000224
fa+ha+maj: 5 / 5 / 0.000201
buf+inv: 1598 / 2474 / 0.0242
flops: 6145 / 6145 / 0.675
mux: 1425 / 1425 / 0.107
other cells: 0 / 222 / 0
simple gates: 3142 / 3142 / 0.0542
Yosys cell counts, types with 11 or more instances:
cell type / number
a22o_1: 510
mux2_2: 31
o21ai_1: 12
a21oi_1: 412
o31ai_1: 17
a211oi_1: 41
or3_1: 12
o211ai_1: 106
o221ai_1: 23
buf_6: 11
clkbuf_1: 1035
a221oi_1: 548
a31oi_1: 309
nand4_1: 527
buf_4: 89
a32oi_1: 14
a22oi_1: 2263
o22a_1: 13
nor2b_1: 13
and2_1: 27
a311oi_1: 53
a311o_1: 12
nand3_1: 424
nor3_1: 66
inv_1: 44
buf_2: 152
o2111ai_1: 55
a2111oi_0: 36
nor2_1: 548
and4_1: 29
and3_1: 42
or4_1: 37
mux4_2: 1198
o21ai_0: 235
buf_1: 265
o22ai_1: 329
nand2_1: 1239
o41ai_1: 19
a41o_1: 25
edfxtp_1: 6144
nor4_1: 116
mux2i_1: 196
metal layers:
layer,track usage,up-vias,share of wire
li1,-,75308,-
met1,0.499,95554,0.26
met2,0.603,20263,0.40
met3,0.472,4878,0.23
met4,0.331,317,0.095
met5,0.237,-,0.011
layout make-up:
class / count / area, µm²
fillers: 41253 / 235000
flip-flops and latches: 6145 / 185000
multi-input cells: 9719 / 84400
clock buffers: 773 / 16900
repair buffers: 1261 / 10100
well taps: 7234 / 9050
clock inverters: 394 / 3600
diodes: 222 / 556
inverters: 46 / 175
power by group through the flow:
stage	combinational, mW	clock, mW	sequential [mW]
4_1_cts	0.210	0.526	0.630
5_1_grt	0.224	0.548	0.630
6_report	0.224	0.527	0.630
final timing paths:
| path | start | end | slack, ns | cells past startpoint |
|---|---|---|---|---|
| max | y_position[7] | color[7] | 256.74 | 31 |
| min | world_index | world_0[78][10] | 1.15 | 6 |
| max reg2reg | world_index | world_1[62][28] | 447.61 | 7 |
| min reg2reg | world_index | world_0[78][10] | 1.15 | 6 |
| max in group clk1 | world_index | world_index | 449.67 | 1 |
| min in group clk1 | world_index | world_index | 1.30 | 1 |
worst register-to-register path, cell delays in order, from the launching register on:
cell	delay, ns
dfxtp_4	0.47
buf_4	0.33
buf_4	0.39
nor2b_1	0.68
nand2_1	0.47
buf_4	0.42
nor2_4	0.78
buf_4	0.69
Power figures rest on the tool's default switching activity, not on a simulated workload.
